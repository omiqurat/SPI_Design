[/design/flow/run.sh]
#!/bin/bash
# OpenROAD 26Q1-2900-gdf79404cd8, Yosys 0.63+post, stock flow scripts
make -C /OpenROAD-flow-scripts/flow DESIGN_CONFIG=/design/flow/config.mk WORK_HOME=/design/flow/orfs finish
[/design/flow/design.v]
`timescale 1 ns / 1 ps
module control_unit(spi_mosi,data_av,read_req,add_byte,read_request,data_available,m_clk,n_reset,spi_mosi_I,spi_mosi_O);
output spi_mosi;
output data_av;
output read_req;
output[0:7] add_byte;
input read_request,data_available,m_clk,n_reset ;
input spi_mosi_I,spi_mosi_O;
reg [0:7] add_byte;
reg data_av,read_req;
reg write_en,read_en;
reg spi_mosi;
always @(posedge m_clk or negedge n_reset )
		if (!n_reset ) begin
			data_av<=1;
			read_req<=0;
		end		   
		else begin
			 if (data_available  &&  !read_request  ||  !data_available && read_request ) begin
				data_av<=1;
				read_req<=0;
			end
			else if (!data_available && !read_request) begin
				data_av<=data_available;
			end
			else if (data_available && read_request) begin            
				read_req<=read_request;
			end
         	end
always @(negedge data_av or posedge read_req or negedge n_reset)
 if (!n_reset) begin
        write_en<=0;
		read_en<=0;
end
else if (!data_av) begin
                   write_en<=1;
				   read_en<=0;
				   end
else if (read_req) begin
                      write_en<=0;
					  read_en<=1;
					  end
 always @(posedge m_clk or negedge n_reset )
if(!n_reset) begin
                     add_byte<=0;
                   spi_mosi<=0;
		           end
else if(write_en==1) begin
                           add_byte<=8'b10101101;
                          spi_mosi<=spi_mosi_I;
                        end    
else if (read_en==1)begin
                          spi_mosi<=spi_mosi_O ;
                           add_byte<=8'd45;
                        end  
endmodule
[/design/flow/config.mk]
export PLATFORM = sky130hd
export DESIGN_NAME = control_unit
export DESIGN_NICKNAME = control_unit
export VERILOG_FILES = /design/flow/design.v
export SDC_FILE = /design/flow/constraint.sdc
export NUM_CORES = 4
export LEC_CHECK = 1
export CORE_AREA = 10 10 70 70
export DIE_AREA = 0 0 80 80
[/design/flow/constraint.sdc]
current_design control_unit

set clk_period 1.0
set clk_io_pct 0.2

create_clock -name clk0 -period $clk_period [get_ports {m_clk}]

set non_clock_inputs [all_inputs -no_clocks]
set_input_delay [expr $clk_period * $clk_io_pct] -clock clk0 $non_clock_inputs
set_output_delay [expr $clk_period * $clk_io_pct] -clock clk0 [all_outputs]
==> results.yml <==
# implementation run metrics
route:
  n_antenna_cell: 0
  route.detailed.drc: 0
  dr.pass1.iters: 2
  drt-total-wl_microns: 699
  ant_nets: 0
  vias: 235
  wl_per_cell_microns: 7.60
  via_per_inst: 2.55
  drt_first_iter_violations: 9
die:
  fp_util: 0.0927
  num_rows: 21
  core_area_sq_um: 3420
  chipArea_sq_um: 6400
  die_h_microns: 80
  io_pins: 17
  die_w_microns: 80
yosys:
  syn-instance-count: 27
  netlist.area_leader.share: 0.395
  simple_gate_area_frac: 0.119
  yosys_cells: 27
  logic_family: "buffers and inverters"
  yosysUniqueCellTypes: 17
  synth-adder-area-share: 0
  largest_area_cell: "dfrtp_1"
  xor_share: 0
  avgSynthCellArea_sq_um: 11.7
  synth.cell_area_sq_um: 317
  yosysWarnings: 2
  ys_area_sq_um: 317
  ys_sh_aoi: 0.0909
  synth_flops: 7
  topCellsByArea: "dfrtp_1, buf_4, dfbbp_1"
  synth_seq_share: 0.581
  mux_share: 0.0316
sta:
  rsz0062_at_grt: "yes"
  hold_ws_ps: 225
  unclocked_regs: 2
  setup_violations: 4
  fin_crit_sh: 1.07
  finalMaxSlewViolations: 0
  setup_ws_ps: -69.7
  hold_violations: 0
  fin_skew_ps: 0
  fin_setup_tns_ps: -247
  maxClockFrequency_mhz: 935
  layout_min_cycle_time_ps: 1070
place:
  placement.cell_area_sq_um: 485
  dp_hpwl_microns: 586
  gp_congestion: 0.745
  portBuffers: 13
clock_network:
  clock_latency_ps: 230
  numCtsBuffers: 3
  path_clk_slew_ps: 40
  htree_levels: 1
  cts-root-buf: "clkbuf_4"
  cts_tree: "yes"
  cts_buffer_depth: 2
power_and_ir_drop:
  pwr-share-clk: 0.427
  peakVddDrop_uv: 592
  powerDensity_nw_per_um2: 1040
  total_leakage_power_nw: 0.227
  p_switching_mw: 0.109
  p_comb_frac: 0.133
  p_int_mw: 0.423
  seqPwrFrac: 0.440
  swShare: 0.206
setup_path:
  critPathTopFamily: "flip-flops"
  slowest_delay_ps: 400
  cp.arrival_ps: 870
  critPathKind: "flip-flop to output pin"
  required_ps: 800
  path_max_fanout: 3
  startpoint_type: "flip-flop"
  cp_slowest_cell: "dfrtp_1"
  worstPathCellList: "buf_6, buf_2"
  cp-end-kind: "output pin"
  crit_buf_inv: 2
global_routing:
  grt_pass1_vias: 248
  grt_first_pass_wirelength_mm: 1.25
  antenna_found_initial: 0
  grt_max_degree: 9
  grt.overflow.total: 0
  grt.total_usage: 0.0245
layout:
  final_cell_area_sq_um: 514
  nFillCells: 389
  drive_above_1_share: 0.391
  area_growth_pct: 62.5
  register_area_sq_um: 184
  logic_area_sq_um: 95.1
status:
  violations: "negative setup slack"
  status: "finished with violations"
hold_path:
  min_path_type: "input port to asynchronous set/reset pin"
flow_run:
  cap_violations: 0
  tool_warnings: 28
[synthesized netlist by cell type (all sizes together)]
cell,instances
nor3b,1
and2,1
dfrtp,5
or3,1
mux2i,1
buf,6
o21ai,1
a21o,2
dfstp,1
nand3b,1
conb,2
o21a,1
dfbbp,1
nand2,1
inv,1
nand2b,1
[logic make-up (layout without fill, tap and decap cells)]
kind of cell / count (synthesis) / count (layout)
other: 2 / 5
flip-flops: 7 / 7
AND/OR/NAND/NOR: 6 / 6
buffers and inverters: 7 / 23
AND-OR/OR-AND: 4 / 4
multiplexers: 1 / 1
[metal layers]
metal / vias up / global-route usage / wire (microns)
li1: 115 / - / -
met1: 103 / 0.0304 / 347
met2: 17 / 0.0281 / 197
met3: 0 / 0.0261 / 155
met4: 0 / 0.00352 / 0
met5: - / 0 / 0
[metrics by stage]
step | power, mW | setup slack (ps) | cells | util
after floorplan | 0.261 | 205 | 30 | -
after global placement | 0.315 | -174 | 85 | 0.142
after detailed placement | 0.318 | -169 | 85 | 0.142
after CTS | 0.544 | -66.9 | 91 | 0.149
after global routing | 0.586 | -109 | 92 | 0.151
final | 0.532 | -69.7 | 92 | 0.151
[flip-flops by register name (all words and copies together) (netlist names)]
register / cells
read_en: 1
read_req: 1
data_av: 1
spi_mosi: 1
write_en: 1
add_byte: 2
[final cells by class]
| class | count | share of cell area |
|---|---|---|
| Inverter | 1 | 0.00730 |
| Timing Repair Buffer | 18 | 0.287 |
| Multi-Input combinational cell | 16 | 0.185 |
| Clock buffer | 4 | 0.0511 |
| Tap cell | 46 | 0.112 |
| Sequential cell | 7 | 0.358 |
[worst paths after layout]
kind                        startpoint          end  slack (ps)  cells after the start
hold reg to reg            add_byte[0]  add_byte[0]         560                      2
min in group clk0           spi_mosi_I     spi_mosi         540                      3
hold / removal                 n_reset     read_req         220                      1
max in group asynchronous      n_reset      data_av         490                      1
setup reg to reg           add_byte[2]  add_byte[2]          50                      2
setup / recovery           add_byte[2]  add_byte[2]         -70                      2
[cells in the final DEF, fill, tap and decap left out]
cell type / count
dfstp_2: 1
buf_4: 3
nand2b_1: 1
mux2i_1: 1
inv_1: 1
clkbuf_2: 2
nand3b_1: 1
buf_6: 4
conb_1: 5
nand2_1: 1
o21ai_0: 1
dfbbp_1: 1
clkbuf_4: 3
a21o_2: 1
or3_1: 1
buf_2: 4
dfrtp_1: 5
clkdlybuf4s50_1: 5
nor3b_1: 1
a21o_1: 1
and2_1: 1
clkbuf_1: 1
o21a_1: 1
[what timing repair did]
item	4_1_cts	5_1_grt
pin swaps	0	0
gates resized	25	3
endpoints found under the setup margin	8	7
setup buffers	2	1
hold buffers	0	0
[power groups by stage]
stage	clock network (mW)	registers (mW)	logic, mW
after CTS	0.237	0.234	0.0729
after global routing	0.267	0.237	0.0823
final	0.227	0.234	0.0708
No activity file was given, so power comes from the tool's default toggle rates.
